===== config.mk =====
export PLATFORM = sky130hd
export DESIGN_NAME = adder_n
export DESIGN_NICKNAME = adder_n
export VERILOG_FILES = /design/flow/design.v
export SDC_FILE = /design/flow/constraint.sdc
export NUM_CORES = 4
export LEC_CHECK = 1
export CORE_AREA = 10 10 99 99
export DIE_AREA = 0 0 109 109

===== design.v =====
`timescale 1ns/1ps
`default_nettype none
module adder_1(a, b, c_in, sum, c_out);
input wire a, b, c_in;
output logic sum, c_out;
logic a_bar;
logic b_bar;
logic c_in_bar;
always_comb begin
  a_bar = ~a;
  b_bar = ~b;
  c_in_bar = ~c_in;
  sum = (a_bar & b_bar & c_in) | (a_bar & b & c_in_bar) | (a & b_bar & c_in_bar) | (a & b & c_in);
  c_out = (b & c_in) | (a & b) | (a & c_in);
end
endmodule
`timescale 1ns/1ps
`default_nettype none
module adder_n(a, b, c_in, sum, c_out);
parameter N = 32;
input  wire [N-1:0] a, b;
input wire c_in;
output logic [N-1:0] sum;
output wire c_out;
wire [N:0] carries;
assign carries[0] = c_in;
assign c_out = carries[N];
generate
  genvar i;
  for(i = 0; i < N; i++) begin : ripple_carry
    adder_1 ADDER (
      .a(a[i]),
      .b(b[i]),
      .c_in(carries[i]),
      .sum(sum[i]),
      .c_out(carries[i+1])
    );
  end
endgenerate
endmodule

===== run.sh =====
#!/bin/bash
# OpenROAD 26Q1-2900-gdf79404cd8, Yosys 0.63+post, stock flow scripts
make -C /OpenROAD-flow-scripts/flow DESIGN_CONFIG=/design/flow/config.mk WORK_HOME=/design/flow/orfs finish

===== constraint.sdc =====
current_design adder_n

set clk_period 10.2
set clk_io_pct 0.2

create_clock -name clk0 -period $clk_period

set non_clock_inputs [all_inputs -no_clocks]
set_input_delay [expr $clk_period * $clk_io_pct] -clock clk0 $non_clock_inputs
set_output_delay [expr $clk_period * $clk_io_pct] -clock clk0 [all_outputs]

==> results.sh <==
# source this file to load flow results
export IMPL_status="finished with violations"
export IMPL_violations="setup timing"
export IMPL_critPathMaxFanout=1
export IMPL_ys_sh_adder=0.698
export IMPL_cp_end_kind="output port"
export IMPL_relSlewSlack=0.913
export IMPL_tns_ns=-47.89
export IMPL_top_layer="met3"
export IMPL_finalClockPeriodUsage=1.52
export IMPL_area_growth_pct=95.9
export IMPL_ys_top_logic_family="adder cells"
export IMPL_n_clock_buffer=0
export IMPL_fp_util=0.119
export IMPL_criticalPathCategory="input port to output port"
export IMPL_grt_usage=0.0515
export IMPL_cts_hold_buffers=0
export IMPL_num_fill_cells=836
export IMPL_drive_gt1_frac=0.393
export IMPL_tool_warnings=35
export IMPL_hold_depth=5
export IMPL_hp_class="input port to output port"
export IMPL_yosysTopAreaCell="fa_1"
export IMPL_final_area_sq_um=1800
export IMPL_hold_viol=0
export IMPL_slew_violations=0
export IMPL_vias=728
export IMPL_worst_pin_slew_ns=0.130
export IMPL_cp_slowest_cell="clkdlybuf4s50_1"
export IMPL_post_cts_buffers=0
export IMPL_synth_simple_gate_area_share=0
export IMPL_rsz0062_at_grt="yes"
export IMPL_xor_share=0
export IMPL_worstPathArrival_ns=13.46
export IMPL_cellLeakagePower_nw=0.653
export IMPL_wl_met3_um=874
export IMPL_crit_top_cell="fa_2"
export IMPL_crit_path_start_kind="input port"
export IMPL_crit_path_max_incr_delay_ns=0.40
export IMPL_dp_slack_ns=-6.16
export IMPL_wl_met1_um=1270
export IMPL_viasPerCell=3.01
export IMPL_setup_viol=17
export IMPL_grt_pass1_vias=886
export IMPL_fin_crit_ns=15.50
export IMPL_antenna_found_initial=0
export IMPL_fp_dieW_um=109
export IMPL_core_area_sq_um=7730
export IMPL_ant_nets=0
export IMPL_maxCapViolCount=0
export IMPL_peakVddDrop_v=0.0000164
export IMPL_wl_per_cell_um=13.4
export IMPL_place_area_sq_um=1880
export IMPL_register_area_sq_um=0
export IMPL_port_buffers=98
export IMPL_synthDistinctLibCells=3
export IMPL_first_pass_iters=2
export IMPL_cp_required_ns=8.16
export IMPL_min_delay_start="b[0]"
export IMPL_synth_top_cell_area_share=0.698
export IMPL_netlist_area_sq_um=918
export IMPL_synthTopCellsByArea="fa_1, buf_4, inv_1"
export IMPL_ys_sh_mux=0
export IMPL_grt_overflow=0
export IMPL_dpl_hpwl_um=3240
export IMPL_yosys_cells=74
export IMPL_wirelength_um=3250
export IMPL_fp_dieArea_sq_um=11900
export IMPL_common_cells="buf_4, fa_1, inv_1"
export IMPL_aoi_share=0
export IMPL_p_total_uw=95.1
export IMPL_min_to="sum[0]"
export IMPL_syn_avg_cell_area_sq_um=12.4
export IMPL_grt_max_degree=2
export IMPL_ios=98
export IMPL_die_h_um=109
export IMPL_rows=32
export IMPL_yosysWarnings=1
export IMPL_grt_pass1_wl_um=4730
export IMPL_antenna_cells_inserted=0
export IMPL_yosysChipArea_sq_um=918
export IMPL_power_density_nw_per_um2=52.9
export IMPL_fmax_mhz=64.5
export IMPL_place_gp_congestion=0.834
export IMPL_drc_errors=0
export IMPL_netlist_instances=74
export IMPL_flop_count=0
export IMPL_ys_seq_share=0
export IMPL_hold_ws_ns=4.82
export IMPL_drt_initial_drc_count=2
export IMPL_wl_met2_um=1110
export IMPL_post_route_worst_setup_slack_ns=-5.30
## through the flow
stage,utilization,std cells
after detailed placement,0.244,242
after global routing,0.233,242
after global placement,0.244,242
after CTS,0.233,242
final,0.233,242
after floorplan,-,74
## cell families after synthesis
family	after synthesis
fa+ha+maj	32
buf+inv	42
## metal layers
metal  up-vias  track usage
met2        96       0.0681
li1        312            -
met5         -            0
met4         0            0
met1       320       0.0624
met3         0       0.0508
## cell type report
| cell class | count | area (sq um) | share of cell area |
|---|---|---|---|
| repair buffers | 98 | 898 | 0.499 |
| multi-input cells | 32 | 718 | 0.399 |
| well taps | 102 | 128 | 0.0709 |
| inverters | 10 | 55.1 | 0.0306 |
## cell usage in the layout (no fill, tap or decap)
cell type        netlist  layout
dlygate4sd2_1          0       3
clkdlybuf4s50_1        0      76
buf_8                  0       1
buf_6                  0       1
inv_12                 0       1
buf_2                  0      17
fa_1                  32       1
inv_6                  0       1
fa_2                   0      31
inv_1                 10       5
inv_2                  0       3
## power breakdown
part	leakage, nW	total, mW	internal (mW)	switching [mW]
combinational	0.653	0.0951	0.0665	0.0287
clock	0	0	0	0
sequential	0	0	0	0
## worst max-delay path, delay by kind of cell
kind / cells / cell delay, ns
fa+ha+maj: 32 / 10.71
buf+inv: 6 / 0.69
## worst max-delay path by stage
| stage | endpoint | from | depth (start not counted) | slack, ns |
|---|---|---|---|---|
| after CTS | c_out | a[0] | 38 | -5.34 |
| after global routing | c_out | a[0] | 38 | -5.59 |
| final | c_out | a[0] | 38 | -5.30 |
## timing repair
action | CTS | global route
endpoints found under the setup margin | 19 | 17
gates cloned | 0 | 0
resized | 71 | 0
pin swaps | 0 | 0
Power is estimated from default activity; no workload was simulated.
